## flow/run.sh

```bash
#!/bin/bash
# OpenROAD 26Q1-2900-gdf79404cd8, Yosys 0.63+post, stock flow scripts
make -C /OpenROAD-flow-scripts/flow DESIGN_CONFIG=/design/flow/config.mk WORK_HOME=/design/flow/orfs finish
```

## flow/config.mk

```make
export PLATFORM = sky130hd
export DESIGN_NAME = V1
export DESIGN_NICKNAME = V1
export VERILOG_FILES = /design/flow/design.v
export SDC_FILE = /design/flow/constraint.sdc
export NUM_CORES = 4
export LEC_CHECK = 1
export CORE_AREA = 10 10 104 104
export DIE_AREA = 0 0 114 114
```

## flow/constraint.sdc

```tcl
current_design V1

set clk_period 4.3
set clk_io_pct 0.2

create_clock -name clk0 -period $clk_period [get_ports {clk}]
create_clock -name clk1 -period $clk_period [get_ports {clk2}]

set non_clock_inputs [all_inputs -no_clocks]
set_input_delay [expr $clk_period * $clk_io_pct] -clock clk0 $non_clock_inputs
set_output_delay [expr $clk_period * $clk_io_pct] -clock clk0 [all_outputs]
```

## flow/design.v

```verilog
module V1(clk,clk2,itemS,val,out,change,state);
input clk,clk2;
input [4:0] val,itemS;
output reg [4:0] state;
output reg [4:0]change;
output reg out;
parameter C0=0,C1=5,C2=10,C3=15,C4=20,C5=25,C6=30,C7=35,C8=40;
parameter none=0,Grape=1,Orange=2,Mango=3,Pineapple=4;
parameter S0=0,S1=1,S2=2,S3=3,S4=4,S5=5,S6=6,S7=7,S8=8;
always@(posedge clk)
begin 
    case(itemS)
    Grape:
    begin
        case(state)
        S0:
        begin
            if(val==5)
            state<=S1;
            else if(val==10)
            state<=S2;
            else if(val==20)
            state<=S4;
        end
        S1:
        begin 
            if(val==5)
            state<=S2;
            if(val==10)
            state<=S3;
            if(val==20)
            state<=S5;
        end
        S2:
        begin
            if(val==5)
            state<=S3;
            else if(val==10)
            state<=S4;
            else if(val==20)
            state<=S6;
        end
        S3:
        begin
            if(val==5)
            state<=S4;
            else if(val==10)
            state<=S5;
            else if(val==20)
            state<=S7;
        end
        S4:
        begin
            if(val==5)
            state<=S5;
            else if(val==10)
            state<=S6;
            else if(val==20)
            state<=S8;
        end
        S5:
        begin
            if(val==5)
            state<=S6;
            else if(val==10)
            state<=S7;
        end
        S6:
        if(val==5)
            state<=S7;
        else if(val==10)
            state<=S8;
        S7:
        if(val==5)
            state<=S8;
        S8:
        state<=S8;
        default:
        state<=S0;
    endcase
    end
    Orange:
    begin
        case(state)
        S0:
        begin
            if(val==5)
            state<=S1;
            else if(val==10)
            state<=S2;
            else if(val==20)
            state<=S4;
        end
        S1:
        begin 
            if(val==5)
            state<=S2;
            if(val==10)
            state<=S3;
            if(val==20)
            state<=S5;
        end
        S2:
        begin 
            if(val==5)
            state<=S3;
            if(val==10)
            state<=S4;
            if(val==20)
            state<=S6;
        end
        S3:
        begin
            if(val==5)
            state<=S4;
            else if(val==10)
            state<=S5;
            else if(val==20)
            state<=S7;
        end
        S4:
        begin
            if(val==5)
            state<=S5;
            else if(val==10)
            state<=S6;
            else if(val==20)
            state<=S8;
        end
        S5:
        begin
            if(val==5)
            state<=S6;
            else if(val==10)
            state<=S7;
        end
        S6:
        begin
            if(val==5)
            state<=S7;
            else if(val==10)
            state<=S8;
        end
        S7:
        begin
            if(val==5)
            state<=S8;
        end
        S8:
        state<=S8;
        default:
        state<=S0;
        endcase 
    end
    Mango:
    begin 
        case(state)
        S0:
        begin
            if(val==5)
            state<=S1;
            else if(val==10)
            state<=S2;
            else if(val==20)
            state<=S4;
        end
        S1:
        begin 
            if(val==5)
            state<=S2;
            if(val==10)
            state<=S3;
            if(val==20)
            state<=S5;
        end
        S2:
        begin 
            if(val==5)
            state<=S3;
            if(val==10)
            state<=S4;
            if(val==20)
            state<=S6;
        end
        S3:
        begin 
            if(val==5)
            state<=S4;
            if(val==10)
            state<=S5;
            if(val==20)
            state<=S7;
        end
        S4:
        begin
            if(val==5)
            state<=S5;
            else if(val==10)
            state<=S6;
            else if(val==20)
            state<=S8;
        end
        S5:
        begin
            if(val==5)
            state<=S6;
            else if(val==10)
            state<=S7;
        end
        S6:
        begin
            if(val==5)
            state<=S7;
            else if(val==10)
            state<=S8;
        end
        S7:
        begin
            if(val==5)
            state<=S8;
        end
        S8:
        state<=S8;
        default:
        state<=S0;
        endcase
    end
    Pineapple:
    begin
        case(state)
        S0:
        begin
            if(val==5)
            state<=S1;
            else if(val==10)
            state<=S2;
            else if(val==20)
            state<=S4;
        end
        S1:
        begin 
            if(val==5)
            state<=S2;
            if(val==10)
            state<=S3;
            if(val==20)
            state<=S5;
        end
        S2:
        begin 
            if(val==5)
            state<=S3;
            if(val==10)
            state<=S4;
            if(val==20)
            state<=S6;
        end
        S3:
        begin 
            if(val==5)
            state<=S4;
            if(val==10)
            state<=S5;
            if(val==20)
            state<=S7;
        end
        S4:
        begin 
            if(val==5)
            state<=S3;
            if(val==10)
            state<=S4;
            if(val==20)
            state<=S6;
        end
        S5:
        begin
            if(val==5)
            state<=S6;
            else if(val==10)
            state<=S7;
        end
        S6:
        begin
            if(val==5)
            state<=S7;
            else if(val==10)
            state<=S8;
        end
        S7:
        begin
            if(val==5)
            state<=S8;
        end
        S8:
        state<=S8;
        default:
        state<=S0;
        endcase
    end
    endcase
end
always@(posedge clk2)
begin 
    case(itemS)
    Grape:
        case(val)
        C1:
        begin 
            case(state)
                S0:begin
                out=0;change=0;end
                S1:begin
                out=1;change=0;end
                S2:begin
                out=1;change=5;end
                S3:begin
                out=1;change=10;end
                S4:begin
                out=1;change=15;end
                S5:begin
                out=1;change=20;end
                S6:begin
                out=1;change=25;end
                S7:begin
                out=5;change=30;end
            endcase
        end
        C2:
        begin 
            case(state)
                S0:begin
                out=1;change=0;end
                S1:begin
                out=1;change=5;end
                S2:begin
                out=1;change=10;end
                S3:begin
                out=1;change=15;end
                S4:begin
                out=1;change=20;end
                S5:begin
                out=1;change=25;end
                S6:begin
                out=1;change=30;end
                S7:begin
                out=5;change=35;end
            endcase
        end
        C4:
        begin 
            case(state)
                S0:begin
                out=1;change=10;end
                S1:begin
                out=1;change=15;end
                S2:begin
                out=1;change=20;end
                S3:begin
                out=1;change=25;end
                S4:begin
                out=1;change=30;end
                S5:begin
                out=1;change=40;end
                S6:begin
                out=1;change=45;end
                S7:begin
                out=5;change=50;end
            endcase
        end
        endcase
    Orange:
        case(val)
        C1:
        begin 
            case(state)
                S0:begin
                out=0;change=0;end
                S1:begin
                out=0;change=0;end
                S2:begin
                out=1;change=0;end
                S3:begin
                out=1;change=5;end
                S4:begin
                out=1;change=10;end
                S5:begin
                out=1;change=15;end
                S6:begin
                out=1;change=20;end
                S7:begin
                out=5;change=25;end
            endcase
        end
        C2:
        begin 
            case(state)
                S0:begin
                out=0;change=0;end
                S1:begin
                out=1;change=0;end
                S2:begin
                out=1;change=5;end
                S3:begin
                out=1;change=10;end
                S4:begin
                out=1;change=15;end
                S5:begin
                out=1;change=20;end
                S6:begin
                out=1;change=25;end
                S7:begin
                out=5;change=30;end
            endcase
        end
        C4:
        begin 
            case(state)
                S0:begin
                out=1;change=5;end
                S1:begin
                out=1;change=10;end
                S2:begin
                out=1;change=15;end
                S3:begin
                out=1;change=20;end
                S4:begin
                out=1;change=25;end
                S5:begin
                out=1;change=30;end
                S6:begin
                out=1;change=35;end
                S7:begin
                out=5;change=40;end
            endcase
        end
        endcase
    Mango:
        case(val)
        C1:
        begin 
            case(state)
                S0:begin
                out=0;change=0;end
                S1:begin
                out=0;change=0;end
                S2:begin
                out=0;change=0;end
                S3:begin
                out=1;change=0;end
                S4:begin
                out=1;change=5;end
                S5:begin
                out=1;change=10;end
                S6:begin
                out=1;change=15;end
                S7:begin
                out=5;change=20;end
            endcase
        end
        C2:
        begin 
            case(state)
                S0:begin
                out=0;change=0;end
                S1:begin
                out=0;change=0;end
                S2:begin
                out=1;change=0;end
                S3:begin
                out=1;change=5;end
                S4:begin
                out=1;change=10;end
                S5:begin
                out=1;change=15;end
                S6:begin
                out=1;change=20;end
                S7:begin
                out=5;change=25;end
            endcase
        end
        C4:
        begin 
            case(state)
                S0:begin
                out=1;change=0;end
                S1:begin
                out=1;change=5;end
                S2:begin
                out=1;change=10;end
                S3:begin
                out=1;change=15;end
                S4:begin
                out=1;change=20;end
                S5:begin
                out=1;change=25;end
                S6:begin
                out=1;change=30;end
                S7:begin
                out=1;change=35;end
            endcase
        end
        endcase
    Pineapple:
        case(val)
        C1:
        begin 
            case(state)
                S0:begin
                out=0;change=0;end
                S1:begin
                out=0;change=0;end
                S2:begin
                out=0;change=0;end
                S3:begin
                out=0;change=0;end
                S4:begin
                out=1;change=0;end
                S5:begin
                out=1;change=5;end
                S6:begin
                out=1;change=10;end
                S7:begin
                out=5;change=15;end
            endcase
        end
        C2:
        begin 
            case(state)
                S0:begin
                out=0;change=0;end
                S1:begin
                out=0;change=0;end
                S2:begin
                out=0;change=0;end
                S3:begin
                out=1;change=0;end
                S4:begin
                out=1;change=5;end
                S5:begin
                out=1;change=10;end
                S6:begin
                out=1;change=15;end
                S7:begin
                out=1;change=20;end
            endcase
        end
        C4:
        begin 
            case(state)
                S0:begin
                out=0;change=0;end
                S1:begin
                out=1;change=0;end
                S2:begin
                out=1;change=5;end
                S3:begin
                out=1;change=10;end
                S4:begin
                out=1;change=15;end
                S5:begin
                out=1;change=20;end
                S6:begin
                out=1;change=25;end
                S7:begin
                out=5;change=30;end
            endcase
        end
        endcase
    endcase
end
endmodule
```

==> flow_metrics.env <==
# source this file to load flow results
export IMPL_synthCells=239
export IMPL_die_w_um=114
export IMPL_status="complete, no violations"
export IMPL_setup_viol=0
export IMPL_ff_type="edfxtp_1"
export IMPL_wl_per_cell_um=17.5
export IMPL_grt_pass1_vias=1972
export IMPL_cts_tree="built"
export IMPL_io_buffer_count=21
export IMPL_num_antenna_cells=0
export IMPL_finalWeightedCongestion=0.969
export IMPL_drv_slew=0
export IMPL_startpoint="itemS[0]"
export IMPL_crit_path_top_delay_cell="clkdlybuf4s50_1"
export IMPL_first_iter_violations=320
export IMPL_lay_top_count="o21ai_0"
export IMPL_timing_rr_end="change[2]"
export IMPL_ys_seq_share_pct=19.3
export IMPL_first_pass_iters=7
export IMPL_grt_setup_unrepaired="no"
export IMPL_drc=0
export IMPL_design_area_um2=2090
export IMPL_timing_max_cap_violations=0
export IMPL_numSynthFlops=11
export IMPL_fillCellCount=971
export IMPL_dp_cells=354
export IMPL_worst_pin_slew_ns=0.913
export IMPL_grt_max_degree=34
export IMPL_postCtsSetupBuffers=0
export IMPL_track_usage_pct=9.37
export IMPL_area_leaders="edfxtp_1 19%, o21ai_0 7.3%, a21oi_1 6.7%, nand2_1 4.6%, a31oi_1 4.0%"
export IMPL_critPathMaxStageDelay_ns=0.77
export IMPL_setup_tns_ns=0
export IMPL_yosysWarningCount=1
export IMPL_worstSetupEndpoint="change[2]"
export IMPL_antenna_found_initial=0
export IMPL_synth_cell_types=57
export IMPL_holdBufCountCts=0
export IMPL_num_rows=34
export IMPL_grt_remaining_overflow=0
export IMPL_fin_cells=361
export IMPL_peakVddDrop_mv=0.103
export IMPL_cp_required_ns=4.27
export IMPL_placed_area_um2=2000
export IMPL_post_cts_resized=0
export IMPL_final_core_util_pct=24.0
export IMPL_regToRegStartpoint="state[2]"
export IMPL_fp_util_pct=19.8
export IMPL_vias=2113
export IMPL_edf_count=11
export IMPL_rrSetupSlack_ns=1.84
export IMPL_die_h_um=114
export IMPL_cp_data_arrival_time_ns=3.02
export IMPL_syn_area_um2=1710
export IMPL_layout_drive_gt1_share_pct=7.11
export IMPL_yosysTopAreaCellShare_pct=19.3
export IMPL_ys_chip_area_um2=1710
export IMPL_synthToLayoutAreaGrowth_pct=21.8
export IMPL_warning_count=26
export IMPL_die_area_um2=13000
export IMPL_final_cell_mix="25 x o21ai_0, 23 x a21oi_1, 21 x nand2_1, 21 x clkdlybuf4s50_1, 18 x nor2_1"
export IMPL_synth_avg_cell_area_um2=7.17
export IMPL_path_class="in -> reg"
export IMPL_grt_pass1_wl_um=10200
export IMPL_reg2reg_depth=6
export IMPL_antenna_left=0
export IMPL_cts_sinks=11
export IMPL_start_kind="input port"
export IMPL_synthArstFlopShare_pct=0
export IMPL_floorplan_core_area_um2=8680
export IMPL_worst_setup_path_end_kind="register"
export IMPL_fin_skew_ns=0.00248
export IMPL_clk_pin_slew_ns=0.04
export IMPL_p_leak_nw=0.642
export IMPL_viasPerCell=5.85
export IMPL_dp_hpwl_um=4430
export IMPL_ys_cells=239
export IMPL_top_area_cell="edfxtp_1"
export IMPL_power_density_nw_per_um2=182
export IMPL_cp_max_fo=12
export IMPL_io_pins=23
export IMPL_hold_violations=0
export IMPL_min_path_type="reg -> reg"
export IMPL_max_slew_margin_pct=38.7
export IMPL_path_cells="clkdlybuf4s50_1, nor3b_2, o21ai_1, o221ai_1, a21oi_1, a31oi_1"
export IMPL_wl_um=6330
[logic make-up (layout without fill, tap and decap cells)]
group                     after synthesis  after routing  synth area share [%]
buffers and inverters                  22             36                  6.50
other                                   1              1                 0.219
muxes                                   1              1                 0.584
AOI/OAI and AO/OA                     112            112                  42.0
xor gates and xnor gates                6              6                  3.07
and+or+nand+nor                        86             86                  28.3
DFF                                    11             11                  19.3
[metrics by stage]
step           hold slack [ns]  worst slack [ns]  power [mW]
2_1_floorplan            0.587              2.01       0.180
3_3_place_gp             0.672              1.09       0.211
3_5_place_dp             0.687              1.05       0.212
4_1_cts                  0.678              1.29       0.383
5_1_grt                  0.751              1.07       0.401
6_report                 0.693              1.24       0.380
[report_power, final]
group,switching (mW),internal (mW),total (mW)
registers,0.00338,0.121,0.125
clock network,0.0446,0.124,0.168
logic,0.0519,0.0353,0.0872
total,0.0998,0.280,0.380
[critical path, delay by kind of cell]
| family | cells | cell delay [ns] |
|---|---|---|
| AOI/OAI and AO/OA | 4 | 1.26 |
| buffers and inverters | 1 | 0.77 |
| and+or+nand+nor | 1 | 0.14 |
[synthesized netlist by cell type (3+ instances only)]
cell,n
a211oi_1,5
a21o_1,3
a21oi_1,23
a22o_1,3
a22oi_1,5
a31oi_1,11
a32oi_1,4
buf_2,10
clkbuf_1,6
edfxtp_1,11
nand2_1,21
nand2b_1,6
nand3_1,5
nand4bb_1,3
nor2_1,18
nor3_1,7
o211ai_1,4
o21ai_0,25
o221ai_1,3
o22ai_1,8
o31ai_1,6
or2_1,3
xnor2_1,4
[worst min path at each step]
stage / startpoint / end / slack, ns / cells past startpoint
after CTS: out / out / 0.68 / 2
after global routing: out / out / 0.75 / 2
final: out / out / 0.69 / 2
[layout make-up]
cell class                 count  area (µm²)  share of cell area, %
sequential                    11         330                   15.8
tap                          108         135                   6.47
inverter                       2        7.51                  0.360
clock buffer                   7        86.3                   4.14
timing repair buffer          27         255                   12.2
multi-input combinational    206        1270                   61.0
[metal layers]
metal / track usage [%] / vias to the layer above / share of wire [%]
met5: 0 / - / 0
met2: 14.1 / 129 / 45
met1: 12.7 / 995 / 44
li1: - / 976 / -
met3: 3.08 / 13 / 9.2
met4: 2.34 / 0 / 2.0
[registers in the layout, summed over array words and instances (netlist names)]
name	flops
change	5
out	1
state	5
No activity file was given, so power comes from the tool's default toggle rates.
